## design.v

```verilog
`timescale 1ns / 1ps
parameter D = 32;
parameter RWIDTH = 6;
parameter IMM_IN = 15;
module controller(
    input logic [D-1:0]in32,
    output logic [RWIDTH-1:0]rs,
    output logic [RWIDTH-1:0]rd,
    output logic [RWIDTH-1:0]rt,
    output logic [IMM_IN -1:0]imm,
	output logic [3:0]ALUopsel,
	output logic MUXsel1,
	output logic MUXsel2,
	output logic WE1,  
	output logic WE2	  
    );
    assign rs = in32[30:25];
    assign rd = in32[24:19];
    assign rt = (in32[D-1]) ? 6'b000000 : in32[14:9] ;
    assign imm = (in32[D-1]) ? in32[14:0] : in32[8:0] ;    
	assign ALUopsel = (
	                  (in32[18:15]==4'b1111) ?  4'b0010 :  
	                  (in32[18:15]==4'b0000) ?  4'b0000 :  
	                  (in32[18:15]==4'b0011) ?  4'b0011 :  
	                  (in32[18:15]==4'b1000) ?  4'b1000 :  
	                  (in32[18:15]==4'b1001) ?  4'b1001 :  
	                  (in32[18:15]==4'b1011) ?  4'b1011 :  
	                  (in32[18:15]==4'b1010) ?  4'b1010 :  
	                  (in32[18:15]==4'b1101) ?  4'b1101 :  
	                  (in32[18:15]==4'b0010) ?  4'b0010 :  
	                  (in32[18:15]==4'b0100) ?  4'b0010 :  
	                  (in32[18:15]==4'b0110) ?  4'b0010 :  
	                  4'b0010 );  
	assign MUXsel1 = in32[D-1] ? 1 : 0;  
    assign MUXsel2 = (in32[18:15]==4'b0100) ? 1 :  
                     (in32[18:15]==4'b0110) ? 1 :
                     0;
    assign WE1 = (in32[18:15]==4'b0100) ? 1: 0;  
    assign WE2 = (in32[18:15]==4'b0110) ? 1: 0;  
endmodule
```

## run.sh

```bash
#!/bin/bash
# OpenROAD 26Q1-2900-gdf79404cd8, Yosys 0.63+post, stock flow scripts
make -C /OpenROAD-flow-scripts/flow DESIGN_CONFIG=/design/flow/config.mk WORK_HOME=/design/flow/orfs finish
```

## config.mk

```make
export PLATFORM = sky130hd
export DESIGN_NAME = controller
export DESIGN_NICKNAME = controller
export VERILOG_FILES = /design/flow/design.v
export SDC_FILE = /design/flow/constraint.sdc
export NUM_CORES = 4
export LEC_CHECK = 1
export CORE_AREA = 10 10 70 70
export DIE_AREA = 0 0 80 80
```

## constraint.sdc

```tcl
current_design controller

set clk_period 1.0
set clk_io_pct 0.2

create_clock -name clk0 -period $clk_period

set non_clock_inputs [all_inputs -no_clocks]
set_input_delay [expr $clk_period * $clk_io_pct] -clock clk0 $non_clock_inputs
set_output_delay [expr $clk_period * $clk_io_pct] -clock clk0 [all_outputs]
```

==> flow_metrics.tcl <==
# collected from the flow reports
set metrics [dict create \
    syn_to_final_growth_pct 53.03 \
    synth_warnings 0 \
    required_ns 0.80 \
    postSynthSeqShare 0 \
    start_kind "primary input" \
    ys_types 13 \
    viasPerCell 2.819 \
    fill_cells 407 \
    place_hpwl_um 882.1 \
    grt_usage 0.02932 \
    netlist_area_sq_um 330.3 \
    hold_viol_final 0 \
    rows 21 \
    drtAntennaViolNets 0 \
    worst_pin_slew_ns 0.1644 \
    nClkBuffers 0 \
    min_period_over_period 0.9794 \
    place_area_sq_um 543.0 \
    arrival_ns 0.78 \
    via_count 296 \
    tool_warnings 33 \
    layout-drive-gt1-share 0.3051 \
    antenna_found_initial 0 \
    drt_first_pass_iters 2 \
    grt_pass1_vias 330 \
    drv_cap 0 \
    stdcell_area_sq_um 505.5 \
    p_per_area_nw_per_um2 273.8 \
    grt-ovfl-total 0 \
    critPathMaxFanout 2 \
    logic_area_sq_um 166.4 \
    status "finished clean" \
    diodes 0 \
    critical_path_class "primary input to output port" \
    yosys_area_sq_um 330.3 \
    setup_viol 0 \
    wl_um 971 \
    ir_drop_mv 0.08632 \
    gp_congestion 0.6211 \
    core_sq_um 3416 \
    fin_ws_ns 0.02059 \
    seq_area_sq_um 0 \
    fp-utilization 0.09670 \
    die_x_um 80 \
    grt_pass1_wl_um 1580 \
    drtIter0Drc 4 \
    dieArea_sq_um 6400 \
    hold_path.class "primary input to output port" \
    grt_max_degree 14 \
    ios 73 \
    drc_errors 0 \
    p_leak_nw 0.2512 \
    critPathCaptureType "output port" \
    drv_slew 0 \
    netlist_instances 48 \
    synth_area_per_cell_sq_um 6.882 \
    relSlewSlack 0.8903 \
    wl_per_cell_um 9.248 \
    finalCriticalPeriod_ns 0.9794 \
    die_h_um 80 \
    ys_cells 48 \
    dpl_worst_slack_ns -0.7632 \
    max_freq_mhz 1021 \
    port_buffers 31 \
    rsz0062_at_grt "true" \
    cts.hold.buffers_added 0 \
    design.seq.count 0 \
]
==> synth_stat cells <==
cell type  instances  area [sq um]
a21boi_1           1         7.510
a21o_1             1         7.510
nor3b_2            1         12.51
nor2b_1            6         37.54
buf_4             22         165.2
a21boi_0           1         7.510
or2_1              1         6.260
nand2_1            2         7.510
buf_2              1         5.000
nand2b_1           3         18.77
nor2_1             1         3.750
and2b_1            1         7.510
and2_1             7         43.79
==> per-layer routing <==
layer	share of wire	vias up	GRT usage
met3	0.17	0	0.01591
met2	0.53	17	0.05618
met5	0	-	0
li1	-	148	-
met4	0	0	0.003521
met1	0.30	131	0.02703
==> logic make-up (layout without fill, tap and decap cells) <==
logic type,Yosys count,in the layout,synth area share
buffers and inverters,23,34,0.5151
AND-OR/OR-AND,3,3,0.06821
AND/OR/NAND/NOR,22,22,0.4167
==> final cells by class <==
type,count,area share
Multi-Input combinational cell,25,0.3292
Timing Repair Buffer,34,0.5569
Tap cell,46,0.1139
==> placed cells by master, fill, tap and decap left out <==
cell | netlist | final
buf_2 | 1 | 10
dlygate4sd2_1 | 0 | 8
clkdlybuf4s15_1 | 0 | 8
and2_1 | 7 | 7
nor2b_1 | 6 | 6
nand2b_1 | 3 | 3
buf_4 | 22 | 3
nand2_1 | 2 | 2
a21boi_1 | 1 | 2
buf_8 | 0 | 2
or2_1 | 1 | 1
a21o_1 | 1 | 1
nor2_1 | 1 | 1
nor3b_4 | 0 | 1
and2b_1 | 1 | 1
buf_6 | 0 | 1
clkbuf_2 | 0 | 1
dlymetal6s2s_1 | 0 | 1
==> power breakdown <==
group	switching [mW]	total (mW)	internal (mW)
clock network	0	0	0
registers	0	0	0
logic	0.0409	0.138	0.0975
total	0.0409	0.138	0.0975
==> what timing repair did <==
item                       CTS  global route
setup endpoints to repair   20             6
gates cloned                 0             0
gates resized               77             6
buffers inserted             1             0
pin swaps                    8             3
==> worst max-delay path: stages <==
cell and delay [ns]:
dlygate4sd2_1 0.23, nor2b_1 0.12, dlygate4sd2_1 0.23
==> metrics by stage <==
step | power [mW] | utilization | hold WS (ns) | TNS [ns] | cells
2_1_floorplan | 0.08372 | - | 0.4129 | 0 | 48
6_report | 0.1384 | 0.1480 | 0.4000 | 0 | 105
3_3_place_gp | 0.1706 | 0.1590 | 0.4000 | -13.71 | 104
4_1_cts | 0.1406 | 0.1458 | 0.4000 | 0 | 105
5_1_grt | 0.1561 | 0.1480 | 0.4000 | -0.01580 | 105
3_5_place_dp | 0.1717 | 0.1590 | 0.4000 | -14.07 | 104
==> worst paths after layout <==
| path | cells past startpoint | start | slack (ns) | end |
|---|---|---|---|---|
| setup / recovery | 3 | in32[10] | 0.02 | rt[1] |
| hold / removal | 0 | in32[2] | 0.40 | imm[2] |
Power is estimated from default activity; no workload was simulated.
